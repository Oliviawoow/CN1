==> flow/design.v <==
module adder(
        output  [7: 0]  S,
        input   [3: 0]  A,
        input   [3: 0]  B,
		  output Cout
    );
	 wire [3:0] p;
	 wire [3:0] g;
	 wire [3:0] c;
	 wire [3:0] c_o;
	 assign  p = A | B;
	 assign  g = A & B;
	 assign  c[0] = 0,
				c[1] = g[0] | p[0] & c[0],
				c[2] = g[1] | p[1] & (g[0] | p[0] & c[0]),
				c[3] = g[2] | p[2] & (g[1] | p[1] & (g[0] | p[0] & c[0]));
	 full_adder add1(S[0], c_o[0], A[0], B[0], c[0]);
	 full_adder add2(S[1], c_o[1], A[1], B[1], c[1]);
	 full_adder add3(S[2], c_o[2], A[2], B[2], c[2]);
	 full_adder add4(S[3], Cout, A[3], B[3], c[3]);
	 assign S[7:4] = 4'b0;
endmodule
module full_adder(
    output  S,
    output  Cout,
    input   A,
    input   B,
    input   Cin
    );
    wire    S0;
    wire    Cout0;
    wire    Cout1;
    half_adder ha0(S0, Cout0, A, B);
    half_adder ha1(S, Cout1, S0, Cin);
    or(Cout, Cout0, Cout1);
endmodule
module half_adder(
    output  S,
    output  C,
    input   A,
    input   B
    );
    xor(S, A, B);
    and(C, A, B);
endmodule
==> flow/run.sh <==
#!/bin/bash
# OpenROAD 26Q1-2900-gdf79404cd8, Yosys 0.63+post, stock flow scripts
make -C /OpenROAD-flow-scripts/flow DESIGN_CONFIG=/design/flow/config.mk WORK_HOME=/design/flow/orfs finish
==> flow/config.mk <==
export PLATFORM = sky130hd
export DESIGN_NAME = adder
export DESIGN_NICKNAME = adder
export VERILOG_FILES = /design/flow/design.v
export SDC_FILE = /design/flow/constraint.sdc
export NUM_CORES = 4
export LEC_CHECK = 1
export CORE_AREA = 10 10 70 70
export DIE_AREA = 0 0 80 80
==> flow/constraint.sdc <==
current_design adder

set clk_period 1.3
set clk_io_pct 0.2

create_clock -name clk0 -period $clk_period

set non_clock_inputs [all_inputs -no_clocks]
set_input_delay [expr $clk_period * $clk_io_pct] -clock clk0 $non_clock_inputs
set_output_delay [expr $clk_period * $clk_io_pct] -clock clk0 [all_outputs]
==> results.py <==
# Generated from Yosys and OpenROAD reports
metrics = {
    "timing": {
        "rsz0062_at_grt": "true",
        "hold_viol": 0,
        "fin_crit_sh_pct": 154,
        "finalSetupViolations": 4,
        "fin_crit_ns": 2.00,
        "whs_ns": 0.877,
        "slew_viol_final": 0,
        "max_freq_mhz": 501,
        "setup_ws_ns": -0.697,
    },
    "worst_setup_path": {
        "critPathCaptureType": "primary output",
        "startpoint_type": "input pin",
        "crit_fanout": 1,
        "cp.required_ns": 1.04,
        "arrival_ns": 1.74,
        "worstSetupPathType": "in2out",
    },
    "die": {
        "die-area_um2": 6400,
        "die_w_um": 80,
        "core_um2": 3420,
        "dieHeight_um": 80,
        "num_rows": 21,
        "initial_core_util_pct": 4.87,
        "design.portCount": 17,
    },
    "power": {
        "power_density_nw_per_um2": 253,
        "peakVddDrop_uv": 40.2,
        "power.leakage_nw": 0.139,
    },
    "finish": {
        "clockBufferCount": 0,
        "area_delta_synth_final_pct": 79.7,
        "logic_area_um2": 108,
        "nFillCells": 404,
        "ff_count": 0,
        "drive_gt1_share_pct": 48.3,
        "seq_area_um2": 0,
        "stdcell_count": 75,
        "design_area_um2": 299,
        "utilization_pct": 8.75,
    },
    "synth": {
        "syn_area_um2": 166,
        "adder_share_pct": 43.6,
        "yosys.area_share.aoi_pct": 0,
        "synth_seq_share_pct": 0,
        "postSynthCellCount": 21,
        "ys_area_um2": 166,
        "ys_cells": 21,
        "avgSynthCellArea_um2": 7.92,
        "yosysWarnings": 0,
        "simple_gate_share_pct": 0,
        "ys_sh_mux_pct": 0,
        "topCellsByArea": "fa_1, buf_4, inv_1",
        "top_area_cell": "fa_1",
        "synth_xor_xnor_area_share_pct": 0,
        "top_area_share_pct": 36.1,
        "logic_family": "buffers and inverters",
        "synth.distinct_cells": 5,
    },
    "route": {
        "ant_nets": 0,
        "antennaDiodeCount": 0,
        "drc": 0,
        "routed-via-count": 118,
        "first_pass_iters": 1,
        "drt_iter0_drc": 0,
        "wire_per_inst_um": 6.13,
        "wl_um": 460,
        "viasPerCell": 1.57,
    },
    "job": {
        "warning_count": 35,
        "drv_cap": 0,
    },
    "global_route": {
        "grt_pass1_vias": 121,
        "grt_overflow_total": 0,
        "grt_pass1_wl_um": 655,
        "grt_usage_pct": 1.35,
        "grt_max_degree": 2,
        "grt_antenna_before_repair": 0,
    },
    "placed_design": {
        "post_dp_cell_area_um2": 323,
        "gp_congestion": 0.637,
        "place.port_buffers": 13,
        "numPlacedInstances": 75,
        "dp_hpwl_um": 459,
    },
    "clock_network": {
        "hold_buffers": 0,
        "post_cts_buffers": 0,
    },
    "outcome": {
        "failed_checks": "setup timing",
        "outcome": "finished, violations left",
    },
    "worst_hold_path": {
        "hold_path.class": "in2out",
        "hold-path-cell-count": 3,
    },
}
==> cell usage after synthesis (all sizes together) <==
master,count
ha,1
inv,8
conb,1
buf,8
fa,3
==> final timing paths <==
kind              startpoint    to  slack, ns
setup / recovery        B[0]  S[3]      -0.70
hold / removal          A[1]  S[1]       0.88
==> stage by stage <==
step	setup WS, ns	total power [mW]	TNS (ns)
finish	-0.697	0.0755	-1.77
global route	-0.756	0.0909	-1.96
CTS	-0.713	0.0821	-1.85
detailed placement	-1.41	0.103	-5.16
global placement	-1.40	0.104	-5.15
floorplan	-0.474	0.0577	-0.998
==> area by class of cell <==
cell class         instances  share of cell area [%]
inverters                  8                    10.0
multi-input cells          8                    36.0
well taps                 46                    19.2
repair buffers            13                    34.7
==> what timing repair did <==
item | CTS | global route
pin swaps | 4 | 3
gates cloned | 0 | 0
gates resized | 31 | 2
endpoints found under the setup margin | 5 | 4
endpoints found under the hold margin | 0 | 0
==> cell families after synthesis <==
group	count (synthesis)
fa+ha+maj	4
buf+inv	16
other cells	1
==> power by group <==
part | leakage (nW) | switching, mW | internal [mW] | total (mW)
sequential | 0 | 0 | 0 | 0
combinational | 0.139 | 0.0275 | 0.0480 | 0.0755
clock | 0 | 0 | 0 | 0
==> cell usage in the layout, fill, tap and decap left out <==
cell	netlist	final
inv_1	8	5
conb_1	1	4
ha_4	0	1
buf_2	0	4
clkdlybuf4s50_1	0	2
clkdlybuf4s15_1	0	1
inv_2	0	3
clkbuf_2	0	1
buf_6	0	2
fa_2	0	3
dlygate4sd2_1	0	3
==> metal layers <==
metal	global-route usage (%)	wire length, um	vias to the layer above
li1	-	-	59
met1	1.40	151	51
met2	2.41	246	8
met3	0.795	62	0
met4	0	0	0
met5	0	0	-
==> worst max-delay path: stages <==
cell,delay [ns]
buf_6,0.07
ha_4,0.13
fa_2,0.20
inv_2,0.04
fa_2,0.38
fa_2,0.52
inv_1,0.03
buf_2,0.10
Power is estimated from default activity; no workload was simulated.
